### flow/run.sh
#!/bin/bash
# OpenROAD 26Q1-2900-gdf79404cd8, Yosys 0.63+post, stock flow scripts
make -C /OpenROAD-flow-scripts/flow DESIGN_CONFIG=/design/flow/config.mk WORK_HOME=/design/flow/orfs finish
### flow/config.mk
export PLATFORM = sky130hd
export DESIGN_NAME = SSP
export DESIGN_NICKNAME = SSP
export VERILOG_FILES = /design/flow/design.v
export SDC_FILE = /design/flow/constraint.sdc
export NUM_CORES = 4
export LEC_CHECK = 1
export CORE_UTILIZATION = 40
### flow/constraint.sdc
current_design SSP

set clk_period 2.4
set clk_io_pct 0.2

create_clock -name clk0 -period $clk_period [get_ports {PCLK}]
create_clock -name clk1 -period $clk_period [get_ports {SSPCLKIN}]

set non_clock_inputs [all_inputs -no_clocks]
set_input_delay [expr $clk_period * $clk_io_pct] -clock clk0 $non_clock_inputs
set_output_delay [expr $clk_period * $clk_io_pct] -clock clk0 [all_outputs]
### flow/design.v
module RxFIFO (PSEL, PWRITE, RxDATA, CLEAR_B, PCLK, RECV, PRDATA, SSPRXINTR, VALID);
input PSEL, PWRITE, CLEAR_B, PCLK, RECV;
input [7:0] RxDATA;
output [7:0] PRDATA;
output SSPRXINTR, VALID;
reg [1:0] wp;
reg [1:0] rp;
reg [7:0] mcell0, mcell1, mcell2, mcell3;
reg flag0, flag1, flag2, flag3;
reg [7:0] PRDATA;
wire full, empty;
wire wre, rde;
assign full = (flag3 && flag2 && flag1 && flag0);
assign empty = (!flag3 && !flag2 && !flag1 && !flag0);
assign SSPRXINTR = full;
assign rde = (PSEL && !PWRITE && !empty);
assign wre = (RECV && VALID);
assign VALID = !full;
always @ (posedge PCLK)          
begin
if (CLEAR_B == 0)
begin
wp <= 2'b00;
mcell0 <= 'bx;
mcell1 <= 'bx;
mcell2 <= 'bx;
mcell3 <= 'bx;
end
else if (wre)
begin
case (wp)
2'b00:
begin
mcell0 <= RxDATA;
wp <= (wp + 1);
end
2'b01:
begin
mcell1 <= RxDATA;
wp <= (wp + 1);
end
2'b10:
begin
mcell2 <= RxDATA;
wp <= (wp + 1);
end
2'b11:
begin
mcell3 <= RxDATA;
wp <= 0;
end
endcase
end
end
always @ (posedge PCLK)
begin
if (CLEAR_B == 0)
begin
rp <= 2'b00;
PRDATA <= 'bz;
end
else if (PWRITE)
PRDATA <= 'bz;
else if (rde)
begin
case (rp)
2'b00:
begin
PRDATA <= mcell0;
rp <= (rp + 1);
end
2'b01:
begin
PRDATA <= mcell1;
rp <= (rp + 1);
end
2'b10:
begin
PRDATA <= mcell2;
rp <= (rp + 1);
end
2'b11:
begin
PRDATA <= mcell3;
rp <= 0;
end
endcase
end
end
always @ (posedge PCLK)
begin
if (CLEAR_B == 0)
begin
flag0 <= 0;
flag1 <= 0;
flag2 <= 0;
flag3 <= 0;
end
else
begin
if (wre)
begin
case (wp)
2'b00: flag0 <= 1;
2'b01: flag1 <= 1;
2'b10: flag2 <= 1;
2'b11: flag3 <= 1;
endcase
end
if (rde)
begin
case (rp)
2'b00: flag0 <= 0;
2'b01: flag1 <= 0;
2'b10: flag2 <= 0;
2'b11: flag3 <= 0;
endcase
end
end
end
endmodule
module RxLogic (PCLK, CLEAR_B, VALID, SSPRXD, SSPFSSIN, SSPCLKIN, RxDATA, RECV);
input PCLK, CLEAR_B, VALID, SSPRXD, SSPFSSIN, SSPCLKIN;
output [7:0] RxDATA;
output RECV;
reg [3:0] state;
reg RECV, cnt;
reg [7:0] RxDATA_temp;
reg [7:0] RxDATA;
always @ (posedge PCLK)
begin
if (!CLEAR_B)
begin
RECV <= 0;
cnt <= 0;
end
else if (VALID)
begin
if (state == 0)
begin
if (!cnt)
begin
cnt <= ~cnt;
RECV <= 0;
end
else
begin
cnt <= ~cnt;
RECV <= 1;
end
end
else
begin
RECV <= 0;
end
end
end
always @ (posedge SSPCLKIN)
begin
case (state)
4'b1000:
begin
if (VALID)
begin
state <= 1;
RxDATA_temp [7] <= SSPRXD;
RxDATA <= RxDATA_temp;
end
else
state <= 0;
end
4'b0000:
begin
if (VALID)
begin
state <= (state + 1);
RxDATA <= RxDATA_temp;
RxDATA_temp [7] <= SSPRXD;
end
end
4'b0001:
begin
state <= (state + 1);
RxDATA_temp [6] <= SSPRXD;
end
4'b0010:
begin
state <= (state + 1);
RxDATA_temp [5] <= SSPRXD;
end
4'b0011:
begin
state <= (state + 1);
RxDATA_temp [4] <= SSPRXD;
end
4'b0100:
begin
state <= (state + 1);
RxDATA_temp [3] <= SSPRXD;
end
4'b0101:
begin
state <= (state + 1);
RxDATA_temp [2] <= SSPRXD;
end
4'b0110:
begin
state <= (state + 1);
RxDATA_temp [1] <= SSPRXD;
end
4'b0111:
begin
if (SSPFSSIN)
begin
state <= 0;
RxDATA_temp [0] <= SSPRXD;
end
else begin
state <= (state + 1);
RxDATA_temp [0] <= SSPRXD;
end
end
default: begin
if (SSPFSSIN)
state <= 4'b1000;
else state <= 'bx;
end
endcase
end
endmodule
module SSP(input PCLK, input CLEAR_B, input PSEL, input PWRITE, input [7:0] PWDATA, input SSPCLKIN, input SSPFSSIN, input SSPRXD, output [7:0] PRDATA, output SSPOE_B, output SSPTXD, output SSPCLKOUT, output SSPFSSOUT, output SSPTXINTR, output SSPRXINTR);
wire [7:0] TxDATA;
wire [7:0] RxDATA;
wire valid1, valid2, SENT, RECV;
TxFIFO TxFIFO_tester (.PSEL(PSEL), .PWRITE(PWRITE), .PWDATA(PWDATA), .CLEAR_B(CLEAR_B), .PCLK(PCLK), .SENT(SENT), .TxDATA(TxDATA), .SSPTXINTR(SSPTXINTR), .VALID(valid1));
TxLogic TxLogic_tester (.PCLK(PCLK), .CLEAR_B(CLEAR_B), .VALID(valid1), .TxDATA(TxDATA), .SSPOE_B(SSPOE_B), .SSPTXD(SSPTXD), .SSPFSSOUT(SSPFSSOUT), .SSPCLKOUT(SSPCLKOUT),.SENT(SENT));
RxFIFO RxFIFO_tester (.PSEL(PSEL), .PWRITE(PWRITE), .RxDATA(RxDATA), .CLEAR_B(CLEAR_B), .PCLK(PCLK), .RECV(RECV), .PRDATA(PRDATA), .SSPRXINTR(SSPRXINTR), .VALID(valid2));
RxLogic RxLogic_tester (.PCLK(PCLK), .CLEAR_B(CLEAR_B), .VALID(valid2), .SSPRXD(SSPRXD), .SSPFSSIN(SSPFSSIN), .SSPCLKIN(SSPCLKIN), .RxDATA(RxDATA), .RECV(RECV));
endmodule
module TxFIFO(PSEL, PWRITE, PWDATA, CLEAR_B, PCLK, SENT, TxDATA, SSPTXINTR, VALID);
input PSEL, PWRITE, CLEAR_B, PCLK, SENT;
input [7:0] PWDATA;
output [7:0] TxDATA;
output SSPTXINTR, VALID;
reg [1:0] wp;
reg [1:0] rp;
reg [7:0] mcell0, mcell1, mcell2, mcell3;
reg flag0, flag1, flag2, flag3;
reg [7:0] TxDATA;
wire full, empty;
wire wre, rde;
assign full = (flag3 && flag2 && flag1 && flag0);
assign empty = (!flag3 && !flag2 && !flag1 && !flag0);
assign SSPTXINTR = full;
assign wre = (PSEL && PWRITE && !full);
assign rde = (SENT && VALID);
assign VALID = !empty;
always @ (posedge PCLK)        
begin
if (CLEAR_B == 0)
begin
wp <= 2'b00;
mcell0 <= 'bx;
mcell1 <= 'bx;
mcell2 <= 'bx;
mcell3 <= 'bx;
end
else if (wre)
begin
case (wp)
2'b00:
begin
mcell0 <= PWDATA;
wp <= (wp + 1);
end
2'b01:
begin
mcell1 <= PWDATA;
wp <= (wp + 1);
end
2'b10:
begin
mcell2 <= PWDATA;
wp <= (wp + 1);
end
2'b11:
begin
mcell3 <= PWDATA;
wp <= 0;
end
endcase
end
end
always @ (posedge PCLK)
begin
if (CLEAR_B == 0)
begin
rp <= 2'b00;
TxDATA <= 'bx;
end
else if (rde)
begin
case (rp)
2'b00:
begin
TxDATA <= mcell0;
rp <= (rp + 1);
end
2'b01:
begin
TxDATA <= mcell1;
rp <= (rp + 1);
end
2'b10:
begin
TxDATA <= mcell2;
rp <= (rp + 1);
end
2'b11:
begin
TxDATA <= mcell3;
rp <= 0;
end
endcase
end
end
always @ (posedge PCLK)
begin
if (CLEAR_B == 0)
begin
flag0 <= 0;
flag1 <= 0;
flag2 <= 0;
flag3 <= 0;
end
else
begin
if (wre)
begin
case (wp)
2'b00: flag0 <= 1;
2'b01: flag1 <= 1;
2'b10: flag2 <= 1;
2'b11: flag3 <= 1;
endcase
end
if (rde)
begin
case (rp)
2'b00: flag0 <= 0;
2'b01: flag1 <= 0;
2'b10: flag2 <= 0;
2'b11: flag3 <= 0;
endcase
end
end
end
endmodule
module TxLogic (PCLK, CLEAR_B, VALID, TxDATA, SSPOE_B, SSPTXD, SSPFSSOUT, SSPCLKOUT, SENT);
input PCLK, CLEAR_B, VALID;
input [7:0] TxDATA;
output SSPOE_B, SSPTXD, SSPFSSOUT, SSPCLKOUT, SENT;
reg [3:0] state;
reg  SSPOE_B, SSPTXD, SSPFSSOUT,  SSPCLKOUT, SENT, cnt, state_e, counter;
reg [7:0] TxDATA_temp;
always @ (posedge SSPCLKOUT)
begin
TxDATA_temp <= TxDATA;
end
always @ (posedge PCLK)
begin
if (!CLEAR_B)  SSPCLKOUT <= 0;
else SSPCLKOUT <= ~SSPCLKOUT;
end
always @ (posedge PCLK)
begin
if (!CLEAR_B)
begin
SENT <= 0;
cnt <= 0;
end
else if (state == 7 || state == 8)
begin
if(!cnt)
begin
cnt <= ~cnt;
SENT <= 1;
end
else
begin
cnt <= ~cnt;
SENT <= 0;
end
end
else begin
cnt <= 0;
SENT <= 0;
end
end
always @ (posedge PCLK)
begin
if (!CLEAR_B)
begin
state_e <= 1;
counter <= 0;
end
else if (counter)
begin
state_e <= 0;
counter <= 0;
end
else
counter <= ~counter;
end
always @ (posedge SSPCLKOUT)
begin
if (state_e)
state <= 4'b1000;
else
begin
case(state)
4'b0000:
begin
SSPFSSOUT <= 0;
state <= (state + 1);
SSPTXD <= TxDATA[7];
end
4'b0001:
begin
state <= (state +1);
SSPTXD <= TxDATA[6];
end
4'b0010:
begin
state <= (state +1);
SSPTXD <= TxDATA[5];
end
4'b0011:
begin
state <= (state +1);
SSPTXD <= TxDATA[4];
end
4'b0100:
begin
state <= (state +1);
SSPTXD <= TxDATA[3];
end
4'b0101:
begin
state <= (state +1);
SSPTXD <= TxDATA[2];
end
4'b0110:
begin
state <= (state +1);
SSPTXD <= TxDATA[1];
end
4'b0111:
begin
if (VALID)
begin
state <= 4'b0000;
SSPTXD <= TxDATA_temp[0];
SSPFSSOUT <= 1;
end
else
begin
state <= (state + 1);
SSPTXD <= TxDATA_temp[0];
end
end
4'b1000:
begin
if (VALID)
begin
state <= 4'b0000;
SSPFSSOUT <= 1;
end
else
begin
state <= 4'b1000;
end
end
endcase
end
end
always @ (posedge PCLK)
begin
if (state <= 7 && state >= 0)
SSPOE_B <= 0;
else if (state == 8)
begin
if (VALID)
SSPOE_B <= 1;
end
else
 SSPOE_B <= 1;
end
endmodule
==> impl_metrics.yaml <==
# physical design summary
worst_hold_path:
  hold_path.class: "reg2reg"
  hold_depth: 0
  worstHoldEndpoint: "RxFIFO_tester.mcell1[4]"
  startpoint_of_the_most_critical_hold_path: "RxLogic_tester.RxDATA[4]"
synth:
  syn-instance-count: 369
  post-synth-top-area-fraction_pct: 58.8
  ys.warnings.count: 6
  numSynthFlops: 130
  synth-async-reset-ratio_pct: 0
  synth_cell_types: 41
  ys_cells: 369
  ys_seq_share_pct: 69.6
  ys_dominant_reg_cell: "sky130_fd_sc_hd__edfxtp_1"
  syn_area_mm2: 0.00521
  syn_area_per_cell_um2: 14.1
  most_area_hungry_cell_type_in_the_yosys_netlist: "sky130_fd_sc_hd__edfxtp_1"
  synth-edff-count: 102
  synth-area-yosys_mm2: 0.00521
  most_area_consuming_cells_after_synthesis: "sky130_fd_sc_hd__edfxtp_1 59%, sky130_fd_sc_hd__dfxtp_1 11%, sky130_fd_sc_hd__ha_1 5.8%"
final_layout:
  syn2layout_area_growth_pct: 16.5
  postLayoutCoreUtil_pct: 47.9
  lay_top_count: "sky130_fd_sc_hd__edfxtp_1"
  final_layout_size_suffix_gt1_share_pct: 8.13
  most_frequent_cells_in_the_layout: "102 x sky130_fd_sc_hd__edfxtp_1, 35 x sky130_fd_sc_hd__inv_1, 35 x sky130_fd_sc_hd__nand2_1"
final_timing:
  untimed_endpoints: 11
  grt_setup_unrepaired: "no"
  setup_tns_ns: 0
  unclocked_regs: 7
  worst_slew_margin_rel_pct: 49.6
  worst_pin_slew_ns: 0.755
  fin_skew_ns: 0.00812
  setup_violations: 0
  timing_max_transition_violations_final: 0
  worst_slack_ns: 0.258
  hold_viol_final: 0
status:
  outcome: "completed"
worst_setup_path:
  worstReg2RegStart: "RxLogic_tester.state[0]"
  reg2regPathDepth: 5
  start_kind: "flip-flop"
  crit_fanout: 5
  critical-path-top-delay-family: "buffers and inverters"
  cp.arrival_ns: 1.66
  timing.critical_path.to_type: "output port"
  worst-r2r-setup-slack_ns: 0.40
  capture_point_of_the_worst_reg_to_reg_path: "RxLogic_tester.state[3]"
  cp.buffers_inverters: 2
  critical-path-max-stage-delay_ns: 0.50
  crit_slowest_cell: "sky130_fd_sc_hd__clkdlybuf4s50_1"
  timing.critical_path.cells: "nand4_1, inv_1, clkdlybuf4s50_1"
  crit_required_ns: 1.92
  path_class: "reg2out"
global_route:
  grt_util_all_layers_pct: 14.9
  largest_net_degree_at_the_start_of_global_routing: 22
  grt_first_pass_wirelength_um: 14400
  grt_pass1_vias: 2865
  number_of_antenna_violations_at_the_first_check_in_global_routing: 0
  grt_remaining_overflow: 0
power:
  total_leakage_power_nw: 2.26
  worst_ir_drop_vdd_mv: 0.642
  pwr_density_cell_mw_per_mm2: 890
run:
  maxCapViolCount: 0
  openroad.warnings: 44
die:
  die_w_um: 116
  fp.dieH_um: 116
  design.portCount: 29
  dieArea_mm2: 0.0135
  std_cell_rows: 41
  floorplan.core_util_pct: 41.1
  core-area_mm2: 0.0127
routing:
  vias_per_cell: 4.94
  wl_per_cell_um: 15.3
  detail_route.first_pass.iterations: 4
  detail_route.iter0.violations: 231
  drt_wl_total_um: 8840
  met1_routed_length_um: 4020
  drc_errors: 0
  dr_total_vias: 2857
  final_antenna_net_count: 0
  insertedDiodeCount: 0
  met3RoutedLength_um: 450
  top_routing_layer_in_use: "met4"
  met2_length_um: 4220
placed_design:
  hpwlAfterDp_um: 6020
  place_congestion: 0.823
  detailedPlace.worstSlack_ns: 0.179
  place.port_buffers: 27
clock_tree:
  tritoncts: "yes"
  cts_post_setup_buffers_inserted: 0
  postCtsResizedCells: 0
  ctsHoldBuffers: 0
  cts.reportedPaths.clkPinSlew_ns: 0.06
## metrics by stage
stage | std cells | total power [mW] | instance area, µm² | hold WS [ns]
2_1_floorplan | 369 | 3.34 | 5210 | 0.387
3_3_place_gp | 558 | 3.60 | 5670 | 0.400
3_5_place_dp | 558 | 3.63 | 5670 | 0.400
4_1_cts | 578 | 5.45 | 6070 | 0.399
5_1_grt | 578 | 5.65 | 6070 | 0.420
6_report | 578 | 5.40 | 6070 | 0.406
## cells in the mapped netlist, types with 6 or more instances
cell type                  number
sky130_fd_sc_hd__edfxtp_1     102
sky130_fd_sc_hd__inv_1         35
sky130_fd_sc_hd__nand2_1       35
sky130_fd_sc_hd__dfxtp_1       28
sky130_fd_sc_hd__ha_1          24
sky130_fd_sc_hd__mux2i_1       18
sky130_fd_sc_hd__a21oi_1       17
sky130_fd_sc_hd__a222oi_1      17
sky130_fd_sc_hd__clkbuf_1      13
sky130_fd_sc_hd__nor2_1        13
sky130_fd_sc_hd__and2_1         8
sky130_fd_sc_hd__o21ai_0        8
sky130_fd_sc_hd__nand3_1        6
## power breakdown
part	internal, mW	switching (mW)
Combinational	0.273	0.303
Clock	1.12	0.700
Sequential	2.81	0.187
Total	4.21	1.19
## worst max path at each step
stage	startpoint	to	slack, ns	cells after the start
CTS	RxFIFO_tester.flag0	SSPRXINTR	0.25	3
global route	RxFIFO_tester.flag0	SSPRXINTR	0.15	3
finish	RxFIFO_tester.flag0	SSPRXINTR	0.26	3
## final cells by class
class | instances | area (µm²)
clock buffer | 17 | 350
clock inverter | 3 | 42.5
fill | 1082 | 6610
inverter | 35 | 131
multi-input combinational | 189 | 1400
sequential | 130 | 3620
tap | 172 | 215
timing repair buffer | 32 | 308
## layer usage
layer,track usage (%),up-vias
met5,1.85,-
met2,24.0,70
met1,21.2,1342
li1,-,1433
met4,2.48,0
met3,4.69,12
## kinds of logic after synthesis
| group | share of synthesized area, % |
|---|---|
| adders and majority gates | 5.77 |
| AOI/OAI and AO/OA | 9.13 |
| DFF | 69.6 |
| muxes | 3.68 |
| and+or+nand+nor | 7.88 |
| xor gates and xnor gates | 0.337 |
| buffers and inverters | 3.61 |
## state kept, by name, summed over array words and instances (netlist names), 4 cells and up
signal                      count
RxLogic_tester.RxDATA_temp      8
TxLogic_tester.state            4
RxLogic_tester.state            4
RxFIFO_tester.mcell1            8
RxLogic_tester.RxDATA           8
TxFIFO_tester.TxDATA            8
RxFIFO_tester.mcell2            8
TxFIFO_tester.mcell0            8
TxFIFO_tester.mcell2            8
RxFIFO_tester.mcell3            8
RxFIFO_tester.mcell0            8
TxFIFO_tester.mcell1            8
TxFIFO_tester.mcell3            8
RxFIFO_tester.PRDATA            8
Power figures rest on the tool's default switching activity, not on a simulated workload.
